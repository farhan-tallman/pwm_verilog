==> flow/design.v <==
`timescale 1ns / 1ps
module bcdConvert(
    input           clk,
    input           en,
    input   [11:0]  bin_d_in,
    output  [15:0]  bcd_d_out,
    output          rdy
    );
    parameter IDLE      = 3'b000;
    parameter SETUP     = 3'b001;
    parameter ADD       = 3'b010;
    parameter SHIFT     = 3'b011;
    parameter DONE      = 3'b100;
    reg [27:0]  bcd_data    = 0;
    reg [2:0]   state       = 0;
    reg         busy        = 0;
    reg [3:0]   sh_counter  = 0;
    reg [1:0]   add_counter = 0;
    reg         result_rdy  = 0;
    always @(posedge clk)
        begin
        if(en)
            begin
                if(~busy)
                    begin
                    bcd_data    <= {16'b0, bin_d_in};
                    state       <= SETUP;
                    end
            end
        case(state)
            IDLE:
                begin
                    result_rdy  <= 0;
                    busy        <= 0;
                end
            SETUP:
                begin
                busy        <= 1;
                state       <= ADD;
                end
            ADD:
                begin
                case(add_counter)
                    0:
                        begin
                        if(bcd_data[15:12] > 4)
                            begin
                                bcd_data[27:12] <= bcd_data[27:12] + 3;
                            end
                            add_counter <= add_counter + 1;
                        end
                    1:
                        begin
                        if(bcd_data[19:16] > 4)
                            begin
                                bcd_data[27:16] <= bcd_data[27:16] + 3;
                            end
                            add_counter <= add_counter + 1;
                        end
                    2:
                        begin
                        if((add_counter == 2) && (bcd_data[23:20] > 4))
                            begin
                                bcd_data[27:20] <= bcd_data[27:20] + 3;
                            end
                            add_counter <= add_counter + 1;
                        end
                    3:
                        begin
                        if((add_counter == 3) && (bcd_data[27:24] > 4))
                            begin
                                bcd_data[27:24] <= bcd_data[27:24] + 3;
                            end
                            add_counter <= 0;
                            state   <= SHIFT;
                        end
                    endcase
                end
            SHIFT:
                begin
                sh_counter  <= sh_counter + 1;
                bcd_data    <= bcd_data << 1;
                if(sh_counter == 11)
                    begin
                    sh_counter  <= 0;
                    state       <= DONE;
                    end
                else
                    begin
                    state   <= ADD;
                    end
                end
            DONE:
                begin
                result_rdy  <= 1;
                state       <= IDLE;
                end
            default:
                begin
                state <= IDLE;
                end
            endcase
        end
    assign bcd_d_out    = bcd_data[27:12];
    assign rdy          = result_rdy;
endmodule
`timescale 1ns / 1ps
module count_debounce(
	input wire clk,
	input wire rst_i,
	input wire count_up_i,
	output reg [6:0] count_o
	);
	wire btn_press;
	wire btn_ready;
	debounce debounce1(
		.clk(clk),
		.rst_i(rst_i),
		.btn_i(count_up_i),
		.btn_press_o(btn_press),
		.ready_o(btn_ready)
	);
	always@(posedge clk or posedge rst_i)
		begin
			if(rst_i)
				count_o <= 0;
			else
				if(btn_ready && btn_press)
					begin
						if(count_o <= 90)
							count_o <= count_o + 10;
						else
							count_o <= 0;
					end
		end
endmodule
`timescale 1ns / 1ps
module debounce(
	input wire clk,
	input wire rst_i,
	input wire btn_i,
	output reg btn_press_o,
	output reg ready_o
	);
	parameter IDLE = 3'd0;
	parameter START = 3'd1;
	parameter WAIT = 3'd2;
	parameter CONFIRM = 3'd3;
	parameter WAIT_RELEASE = 3'd4;
	parameter WAIT_SOME_MORE = 3'd5;
	parameter ALMOST_READY = 3'd6;
	parameter READY = 3'd7;
	reg [2:0] current_state = IDLE;
	reg [2:0] next_state;
	reg start_count;
	wire done_count;
	reg btn_press_w;
	reg ready_w;
	delay_counter delay_counter1(
		.clk(clk),
		.rst_i(rst_i),
		.start_i(start_count),
		.done_o(done_count)
		);
	always@*
	begin
		case(current_state)
			IDLE:  
				begin
					btn_press_w = 0;
					ready_w = 0;
					start_count = 0;
					if(btn_i)
						next_state = START;
					else
						next_state = IDLE;
				end
			START:  
				begin
					btn_press_w = 0;
					ready_w = 0;
					if(btn_i)
						begin
							start_count = 1;
							next_state = WAIT;
						end
					else
						begin
							start_count = 0;
							next_state = IDLE;
						end
				end
			WAIT:  
				begin
					btn_press_w = 0;
					ready_w = 0;
					start_count = 0;
					if(btn_i)
						begin		
							if(done_count)
								next_state = CONFIRM;
							else
								next_state = WAIT;
						end
					else
						next_state = IDLE;
				end
			CONFIRM:  
				begin
					ready_w = 0;
					btn_press_w = 0;
					start_count = 0;
					if(btn_i)
						next_state = WAIT_RELEASE;
					else
						next_state = IDLE;
				end
			WAIT_RELEASE:  
				begin  
					ready_w = 0;
					btn_press_w = 0;
					start_count = 0;
					if(btn_i)
						next_state = WAIT_RELEASE;
					else
						next_state = READY;
				end
			WAIT_SOME_MORE:  
				begin
					ready_w = 0;
					btn_press_w = 0;
					start_count = 1;  
				end
			ALMOST_READY:
				begin
					ready_w = 0;
					btn_press_w = 0;
					start_count = 0;
					if(done_count)
						next_state = READY;
					else
						next_state = ALMOST_READY;
				end
			READY:  
				begin  
					ready_w = 1;
					btn_press_w = 1;
					start_count = 0;
					next_state = IDLE;
				end
		default:
			begin
				btn_press_w = 0;
				ready_w = 0;
				start_count = 0;
				next_state = IDLE;
			end
		endcase
	end 
	always@(posedge clk or posedge rst_i)
	begin
		if(rst_i)
			current_state <= IDLE;
		else
			begin
				btn_press_o <= btn_press_w;
				ready_o <= ready_w;
				current_state <= next_state;
			end
	end
endmodule
`timescale 1ns / 1ps
module delay_counter(
	input clk,
	input rst_i,
	input start_i,
	output reg done_o
	);
	parameter IDLE      = 3'd0;
    parameter COUNT_DOWN  = 3'd1;
    parameter WAIT      = 3'd2;
    parameter READY     = 3'd3;
	parameter COUNTER_VALUE = 20000;
	reg [14:0] r_counter;
	reg [14:0] w_counter;
	reg [2:0] current_state;
	reg [2:0] next_state;
	reg en_flag;
	reg count_done_flag;
	always@(posedge clk or posedge rst_i)
	begin
		if(rst_i)
			begin
				current_state <= IDLE;
			end
		else
			begin
				current_state <= next_state;
				r_counter <= w_counter;
			end
	end
	always@*
	begin
		case(current_state)
			IDLE:
				begin
					done_o = 0;
					w_counter = COUNTER_VALUE;
					if(start_i)
						next_state = COUNT_DOWN;
					else
						next_state = IDLE;
				end
			COUNT_DOWN:
				begin
					w_counter = r_counter -1;
					done_o = 0;
					if(r_counter == 0)
						next_state = READY;
					else
						next_state = COUNT_DOWN;
				end
			READY:
				begin
					w_counter = COUNTER_VALUE;
					done_o = 1;
					next_state = IDLE;
				end
			default:
				begin
					w_counter = COUNTER_VALUE;
					done_o = 0;
					next_state = IDLE;
				end
		endcase
	end
endmodule
`timescale 1ns / 1ps
module pwm_basic(
	input wire clk,
	input wire rst_i,
	input [6:0] duty_cycle,  
	output led0
	);
	reg [9:0] counter = 0;
	always@(posedge clk or posedge rst_i)
	begin
		if(rst_i)
			counter <= 0;
		else
			if(counter <= 1000)
				counter <= counter +1;
			else
				counter <= 0;
	end
	assign led0 = (counter < (duty_cycle*10) ) ? 0 : 1;  
endmodule
`timescale 1ns / 1ps
module ssd(
    input clk,
	input rst_i,
	input [6:0] num_i,	 
    output reg [6:0] a2g_o,	 
    output reg sel_o	 
    );
    parameter IDLE      = 3'b000;
    parameter INITIATE  = 3'b001;
    parameter WAIT      = 3'b010;
    parameter READY     = 3'b011;
    parameter DONE      = 3'b100;
	wire [15:0] bcd;  
	reg [2:0] i;  
	reg [14:0] counter_ssd;
	reg [3:0] current_digit;
	reg en;
	reg en_reg;
	wire rdy;
	reg [2:0] current_state = 0;
	reg [2:0] next_state;
	reg [15:0] bcd_reg;
	bcdConvert bcdConvert1(
		.clk(clk),
		.en(en_reg),
		.bin_d_in({0,num_i}),
		.bcd_d_out(bcd),
		.rdy(rdy)
	);
	always@(posedge clk or posedge rst_i)
	begin
		if(rst_i)
			begin
				current_state <= IDLE;
				en_reg <= 0;
			end
		else
			begin
				current_state <= next_state;
				en_reg <= en;
				if(rdy)
					bcd_reg <= bcd;
			end
	end
	always@*
	begin
		case(current_state)
			IDLE:
				begin
					en = 1;
					next_state = WAIT;
				end
			WAIT:
				begin
					en = 0;
					if(rdy)
						next_state = READY;
					else
						next_state = WAIT;
				end
			READY:
				begin
					en = 0;
					next_state = IDLE;
				end
			default:
				begin
					en = 0;
					next_state = IDLE;
				end
		endcase
	end
	always@*
		begin
			if (sel_o)
				current_digit = bcd_reg[3:0];
			else
				current_digit = bcd_reg[7:4];
				case(current_digit)
					0: a2g_o = 7'b1111110;
					1: a2g_o = 7'b0000110;
					2: a2g_o = 7'b1101101;
					3: a2g_o = 7'b1001111;
					4: a2g_o = 7'b0010111;
					5: a2g_o = 7'b1011011;
					6: a2g_o = 7'b1111011;
					7: a2g_o = 7'b0001110;
					8: a2g_o = 7'b1111111;
					9: a2g_o = 7'b1011111;
					default: 
						a2g_o = 7'b1111110;
				endcase
		end
	always@(posedge clk or posedge rst_i)
	begin
		if(rst_i)
			begin
				counter_ssd <= 20000;  
				sel_o <= 1'b0;
			end
		else
			begin
				counter_ssd <= counter_ssd -1;
				if(counter_ssd == 0)
					begin
						counter_ssd <= 20000;
						sel_o <= ~sel_o;
					end
			end
	end
endmodule
`timescale 1ns / 1ps
module top_count(
	input wire clk,
	input wire rst_i,
	input btn_up_i,
	output [6:0] ssd_o,
	output sel_o,
	output wire led0
	);
	wire [6:0] num_display;
	ssd ssd1(
		.clk(clk),
		.rst_i(rst_i),
		.num_i(num_display),
		.a2g_o(ssd_o),
		.sel_o(sel_o)
	);
	count_debounce count_debounce1(
		.clk(clk),
		.rst_i(rst_i),
		.count_up_i(btn_up_i),
		.count_o(num_display)
	);
	pwm_basic pwm_basic1(
		.clk(clk),
		.rst_i(rst_i),
		.duty_cycle(num_display),
		.led0(led0)
	);
endmodule
==> flow/run.sh <==
#!/bin/bash
# OpenROAD 26Q1-2900-gdf79404cd8, Yosys 0.63+post, stock flow scripts
make -C /OpenROAD-flow-scripts/flow DESIGN_CONFIG=/design/flow/config.mk WORK_HOME=/design/flow/orfs finish
==> flow/config.mk <==
export PLATFORM = sky130hd
export DESIGN_NAME = top_count
export DESIGN_NICKNAME = top_count
export VERILOG_FILES = /design/flow/design.v
export SDC_FILE = /design/flow/constraint.sdc
export NUM_CORES = 4
export LEC_CHECK = 1
export CORE_UTILIZATION = 30
==> flow/constraint.sdc <==
current_design top_count

set clk_period 6.3
set clk_io_pct 0.2

create_clock -name clk0 -period $clk_period [get_ports {clk}]

set non_clock_inputs [all_inputs -no_clocks]
set_input_delay [expr $clk_period * $clk_io_pct] -clock clk0 $non_clock_inputs
set_output_delay [expr $clk_period * $clk_io_pct] -clock clk0 [all_outputs]
==> reports/README.md <==
| Group | Parameter | This run |
|---|---|---|
| placement | Placement-stage cell area | 5630 sq um |
| detailed routing | Final Routed Wirelength | 9480 microns |
| sta | Maximum clock skew at final layout | 3.07 ps |
| critical path | Crit path required time | 5040 ps |
| synthesis | Post-synthesis cell area | 5300 sq um |
| detailed routing | Number of diodes added for antenna fixing | 0 |
| pwr | P per Cell Area | 283 nW/um^2 |
| synthesis | Per-instance average area after synthesis | 10.1 sq um |
| placement | Weighted congestion at the end of routability-driven global placement | 0.856 |
| die | FP Rows | 48 |
| die | Die Size | 18200 sq um |
| pwr | Cell-internal power | 1.22 mW |
| clock network | Hold-fix buffers at CTS | 0 |
| layout | Area Overhead vs Synth | 12.2% |
| layout | Core occupancy in the finished layout | 0.344 |
| sta | Final Hold Slack | 413 ps |
| clock network | Clock transition at the register clock pins on the worst setup and hold paths after CTS | 60 ps |
| clock network | Quantity of gates resized following cts | 0 |
| placement | Port Buffer Count | 11 |
| layout | # fillers | 1684 |
| synthesis | Post-synth EDFFs | 43 |
| synthesis | Leading register cell type out of synthesis | sky130_fd_sc_hd__edfxtp_1 |
| synthesis | YS warnings | 7 |
| sta | Fmax | 217 MHz |
| synthesis | Top cell type by total area after synthesis | sky130_fd_sc_hd__edfxtp_1 |
| run status | Status | complete, no violations |
| global route | Number of antenna violations at the first check in global routing | 0 |
| detailed routing | Average wire length per cell after detail routing | 12.5 microns |
| clock network | Clock buffer count from CTS | 9 |
| sta | Relative max-transition margin | 0.441 |
| clock network | Skew-Pair Late Insertion Delay | 340 ps |
| die | I/O pins | 12 |
| layout | Top register by number of flip-flops | ssd1.bcdConvert1.bcd_data |
| synthesis | Yosys cell count | 526 |
| die | Core region area | 17300 sq um |
| synthesis | Share of synthesized registers carrying an async set or reset | 0.418 |
| layout | Biggest registers after layout | ssd1.bcdConvert1.bcd_data (19), count_debounce1.debounce1.delay_counter1.r_counter (15), ssd1.counter_ssd (15) |
| sta | Setup TNS Final | 0 ps |
| placement | Placed cell count | 745 |
| clock network | Post-CTS setup repair buffer count | 0 |
| layout | Post-Layout Inst Area | 5950 sq um |
| global route | Via count of the first global-routing pass | 3677 |
| global route | Largest net degree at the start of global routing | 58 |
| clock network | H-tree levels | 3 |
| detailed routing | DR DRC count | 0 |
| global route | Overall Global Routing Usage | 0.116 |
| sta | Count of unclocked register or latch pins | 3 |
| run | Number of maximum-capacitance constraint violations | 0 |
| sta | Final max-slew violation count | 0 |
| die | Horizontal extent of the die | 135 microns |
| sta | Unrepaired setup endpoints after global routing | false |
| pwr | Combinational share of power | 0.230 |
| clock network | TritonCTS clock tree | done |
| sta | Final hold violations | 0 |
| layout | Max FFs per register | 19 |
| clock network | Root Buffer Master | sky130_fd_sc_hd__clkbuf_16 |
| detailed routing | Count of nets left with antenna violations after detail routing | 0 |
| layout | Non-filler instance count after layout | 761 |
| critical path | Classification of the worst setup path | register to primary output |
| pwr | Fraction of power spent switching nets | 0.275 |
| layout | Area of the multi-input gates | 2510 sq um |
| detailed routing | Per-cell via count in the routed design | 4.93 |
| synthesis | Flip-flop and latch count after synthesis | 98 |
| critical path | Data arrival time of the critical path | 3350 ps |
| global route | Final global-route overflow total | 0 |
| pwr | Sw Pwr | 0.462 mW |
| critical path | Worst-path cell with the longest stage delay | sky130_fd_sc_hd__dfrtp_1 |
| global route | Global-route wire length before repair | 16800 microns |
| min path | Worst Hold Class | register to register |
| critical path | Cells along the critical path | ha_1 -> ha_1 -> a21o_1 -> a21oi_1 -> o21bai_1 -> a21oi_1 -> xnor2_1 -> ha_1 -> a211oi_1 -> o21ai_0 -> o22ai_1 -> a21oi_1 -> clkdlybuf4s50_1 |
| synthesis | Top post-synthesis cells by area | sky130_fd_sc_hd__edfxtp_1, sky130_fd_sc_hd__dfrtp_1, sky130_fd_sc_hd__ha_1 |
| detailed routing | Number of detailed-route iterations in the first pass | 5 |
| die | Floorplan die height | 135 microns |
| sta | Count of endpoints without a timing constraint | 6 |
| pwr | Peak supply drop | 0.000144 V |
| placement | Post-detailed-placement half-perimeter wirelength | 6410 microns |
| synthesis | Chip area in the Yosys report | 5300 sq um |
| synthesis | Share of the synthesized area in the top cell type | 0.243 |
| critical path | Largest fanout on the critical path | 8 |
| detailed routing | Vias | 3755 |
| clock network | Bufs on Longest Clock Path | 2 |
| critical path | Crit. End Element | primary output |
| critical path | Startpoint types | register |
| layout | Fraction of layout cells with a size suffix above 1 | 0.0690 |
| layout | Register area | 2590 sq um |
| sta | Final Critical Period | 4610 ps |
| synthesis | Distinct lib cells | 59 |
| pwr | Share of power burned in the clock network | 0.346 |
| pwr | Power share of the sequential group | 0.424 |
| run | Count of tool warnings | 35 |
| sta | Period utilisation layout | 0.731 |
| critical path | Largest stage delay, worst path | 470 ps |
| sta | Transition time at the pin with the least slew margin | 837 ps |
| die | Starting Density | 0.307 |
| synthesis | Cell count after synthesis | 526 |
| pwr | Leak | 2.43 nW |
| detailed routing | Iteration-0 DRC count of the detailed router | 291 |
| sta | Final Setup Violations | 0 |
==> per-layer routing <==
| metal | global-route usage | share of wire | vias to the layer above |
|---|---|---|---|
| met5 | 0 | 0 | - |
| met4 | 0.0169 | 0.015 | 0 |
| met3 | 0.0222 | 0.044 | 9 |
| met2 | 0.186 | 0.46 | 87 |
| met1 | 0.172 | 0.48 | 1793 |
| li1 | - | - | 1866 |
==> power groups by stage <==
stage         Clock [mW]  Combinational [mW]  Sequential [mW]
finish             0.581               0.387            0.714
global route       0.621               0.458            0.719
CTS                0.599               0.392            0.713
==> critical path: cells and delay by family (launching register included) <==
kind	cells	cell delay, ps
adder cells (fa/ha/maj)	3	820
XOR/XNOR	1	140
AND-OR/OR-AND	8	1160
buffers and inverters	1	400
flip-flops	1	470
==> cells in the mapped netlist, types with 3 or more instances <==
cell	instances
sky130_fd_sc_hd__o211ai_1	3
sky130_fd_sc_hd__nor2_1	48
sky130_fd_sc_hd__o22ai_1	6
sky130_fd_sc_hd__a31oi_1	3
sky130_fd_sc_hd__o21ai_0	28
sky130_fd_sc_hd__dfrtp_1	35
sky130_fd_sc_hd__and2_1	10
sky130_fd_sc_hd__edfxtp_1	43
sky130_fd_sc_hd__xor2_1	16
sky130_fd_sc_hd__clkbuf_1	18
sky130_fd_sc_hd__nand4_1	3
sky130_fd_sc_hd__inv_1	34
sky130_fd_sc_hd__nor2b_1	11
sky130_fd_sc_hd__nor3_1	14
sky130_fd_sc_hd__and3_1	9
sky130_fd_sc_hd__nor4b_1	3
sky130_fd_sc_hd__nand3_1	17
sky130_fd_sc_hd__a22oi_1	3
sky130_fd_sc_hd__nor4_1	8
sky130_fd_sc_hd__dfstp_2	6
sky130_fd_sc_hd__ha_1	36
sky130_fd_sc_hd__mux2i_1	9
sky130_fd_sc_hd__xnor2_1	18
sky130_fd_sc_hd__dlxtn_1	3
sky130_fd_sc_hd__dfxtp_1	11
sky130_fd_sc_hd__nand2_1	49
sky130_fd_sc_hd__o21a_1	4
sky130_fd_sc_hd__a21o_1	4
sky130_fd_sc_hd__nand2b_1	8
sky130_fd_sc_hd__mux2_2	4
sky130_fd_sc_hd__a21oi_1	21
sky130_fd_sc_hd__o31ai_1	6
==> metrics by stage <==
stage | power (mW) | setup slack (ps)
after CTS | 1.70 | 1670
after global routing | 1.80 | 1440
final | 1.68 | 1690
after detailed placement | 1.10 | 2060
after floorplan | 1.02 | 2660
after global placement | 1.10 | 2090
==> cell type report <==
class,instances,area share
Timing Repair Buffer,13,0.0210
Multi-Input combinational cell,375,0.421
Clock inverter,6,0.0139
Tap cell,225,0.0473
Sequential cell,98,0.435
Inverter,34,0.0214
Clock buffer,10,0.0401
==> cell families after synthesis <==
| group | share of synthesized area |
|---|---|
| fa+ha+maj | 0.0887 |
| compound gates | 0.116 |
| simple gates | 0.183 |
| xor+xnor | 0.0592 |
| mux | 0.0255 |
| flops | 0.480 |
| buf+inv | 0.0389 |
| latches | 0.00849 |
| other cells | 0.000707 |
==> layout by cell type, fill, tap and decap left out, types with 8 or more instances in the layout <==
cell type,n
sky130_fd_sc_hd__dfrtp_1,35
sky130_fd_sc_hd__and2_1,10
sky130_fd_sc_hd__edfxtp_1,43
sky130_fd_sc_hd__nor2b_1,11
sky130_fd_sc_hd__o21ai_0,28
sky130_fd_sc_hd__nand3_1,17
sky130_fd_sc_hd__ha_1,36
sky130_fd_sc_hd__nor2_1,48
sky130_fd_sc_hd__nand2_1,49
sky130_fd_sc_hd__clkbuf_16,9
sky130_fd_sc_hd__dfxtp_1,11
sky130_fd_sc_hd__xor2_1,16
sky130_fd_sc_hd__clkdlybuf4s50_1,11
sky130_fd_sc_hd__inv_1,33
sky130_fd_sc_hd__mux2i_1,9
sky130_fd_sc_hd__a21oi_1,21
sky130_fd_sc_hd__nand2b_1,8
sky130_fd_sc_hd__nor4_1,8
sky130_fd_sc_hd__xnor2_1,18
sky130_fd_sc_hd__and3_1,9
sky130_fd_sc_hd__nor3_1,14
==> final timing paths <==
kind / cells past startpoint / to / slack [ps] / from
max in group asynchronous: 3 / ssd1.counter_ssd[4] / 4330 / rst_i
worst min-delay path: 1 / ssd1.en_reg / 410 / ssd1.current_state[0]
worst max register to register: 4 / ssd1.bcdConvert1.bcd_data[2] / 3830 / ssd1.bcdConvert1.state[1]
worst max-delay path: 13 / led0 / 1690 / count_debounce1.count_o[4]
min in group asynchronous: 3 / ssd1.current_state[0] / 1460 / rst_i
worst min register to register: 1 / ssd1.en_reg / 410 / ssd1.current_state[0]
Power is estimated from default activity; no workload was simulated.
